$ cat /design/flow/design.v
module IM(idata,iaddr);
output [15:0] idata;
input  [15:0] iaddr;
reg    [15:0] idata;
always @(iaddr[5:1])
  case(iaddr[5:1])
	0: idata={3'd6,7'b1110000,3'd7,3'd3};  
	1: idata={3'd3,7'd0,3'd3,3'd5};        
	2: idata={3'd7,7'd1,3'd5,3'd5};        
	3: idata={3'd5,7'd3,3'd0,3'd5};        
	4: idata={3'd6,7'b1111001,3'd7,3'd4};  
	5: idata={3'd5,7'd2,3'd0,3'd7};        
	6: idata={3'd6,7'b1000000,3'd7,3'd4};  
	7: idata={3'd4,7'd10,3'd3,3'd4};       
	8: idata={3'd5,7'b1111000,3'd0,3'd7};  
    default: idata=0;
  endcase
endmodule
$ cat /design/flow/run.sh
#!/bin/bash
# OpenROAD 26Q1-2900-gdf79404cd8, Yosys 0.63+post, stock flow scripts
make -C /OpenROAD-flow-scripts/flow DESIGN_CONFIG=/design/flow/config.mk WORK_HOME=/design/flow/orfs finish
$ cat /design/flow/config.mk
export PLATFORM = sky130hd
export DESIGN_NAME = IM
export DESIGN_NICKNAME = IM
export VERILOG_FILES = /design/flow/design.v
export SDC_FILE = /design/flow/constraint.sdc
export NUM_CORES = 4
export LEC_CHECK = 1
export CORE_AREA = 10 10 70 70
export DIE_AREA = 0 0 80 80
$ cat /design/flow/constraint.sdc
current_design IM

set clk_period 1.3
set clk_io_pct 0.2

create_clock -name clk0 -period $clk_period

set non_clock_inputs [all_inputs -no_clocks]
set_input_delay [expr $clk_period * $clk_io_pct] -clock clk0 $non_clock_inputs
set_output_delay [expr $clk_period * $clk_io_pct] -clock clk0 [all_outputs]
==> Changelog: implementation <==
### Metrics

* Io pins at 32
* Post-route DRC at 0
* LEAKAGE at 0.4013 nW
* Overall fraction of global-route tracks in use at 0.04341
* HPWL after detailed placement at 1.024 mm
* Maximum vdd drop at 53.74 uV
* Layout sequential cell count at 0
* Pwr/cell area at 280.6 nW/um^2
* Sequential-to-total area share from yosys stat at 0
* Top cell by count, worst path: sky130_fd_sc_hd__buf_6
* Final period utilization at 1.133
* Crit path cell chain: buf_8, buf_6, buf_6, ha_4, buf_6, a21o_1, a21oi_2, buf_2
* Critical path buffers and inverters at 5
* Critical-path maximum fanout at 4
* Width of the die at 80 um
* Combined flip-flop and latch cell area at 0 um^2
* Number of global-route vias before repair at 497
* Router iterations before antenna repair at 3
* Routed wire length at 1.478 mm
* Slack of the critical path at -0.1729 ns
* GP Congestion at 0.7616
* Outcome: finished, violations left
* Number of max-capacitance violations reported at 0
* Mean number of vias per cell at 3.657
* Cell taking the most area after synthesis: sky130_fd_sc_hd__ha_1
* Setup Crit Path Kind: in -> out
* Detailed router's first-iteration violation count at 47
* Source of the worst hold timing path: iaddr[4]
* Total cells reported by yosys after synthesis at 47
* Wire per inst at 11.03 um
* Layout area overhead at 177.9%
* Data arrival time of the worst path at 1.21 ns
* Failing checks: setup timing
* Die y size at 80 um
* Antenna cells at 0
* Count of yosys warnings during synthesis at 1
* Chip area at 6400 um^2
* Top achievable clock speed at 678.9 MHz
* Most area-consuming cells after synthesis: sky130_fd_sc_hd__ha_1 (23%), sky130_fd_sc_hd__a21oi_1 (14%), sky130_fd_sc_hd__mux2i_1 (6.2%), sky130_fd_sc_hd__nand2b_1 (5.8%), sky130_fd_sc_hd__nor2b_1 (5.8%)
* Crit path launch: iaddr[1]
* Required time of the critical path at 1.04 ns
* Count of nets left with antenna violations after detail routing at 0
* RSZ-0062 raised after global routing: true
* CP peak stage delay at 0.16 ns
* First-pass GRT wire length at 2.373 mm
* Endpoint type of the worst setup path: output pin
* Slowest stage cell on the critical path: sky130_fd_sc_hd__ha_4
* Final Util at 0.2626
* Number of port buffers at 20
* Gate Count Post-Synth at 47
* Core Region at 3416 um^2
* FP Util at 0.09451
* Yosys cell types at 23
* Final count of pins violating max slew at 0
* Setup crit start kind: primary input
* Dominant delay contributor by cell family on the critical path: buffers and inverters
* Mean area per synthesized cell at 6.868 um^2
* Instance count on the critical path at 8
* Capturing element of the worst setup path: idata[15]
* Antenna violations before repair at 0
* Number of setup violations in the final report at 12
* Final Hold Violating Endpoints at 0
* Design Area, Final at 897.1 um^2
* OpenROAD warnings at 50
* Maximum number of pins on one net before global-route repair at 8
* # fillers at 352
* Proportion of layout cells with a drive suffix above 1 at 0.7955
* Cell area reported after detailed placement at 665.6 um^2
* Min cycle time layout at 1.473 ns
* Final hold slack at 0.7628 ns
* Clock Buffer Count at 0
* Total overflow reported by the global router at 0
* Vias post-DR at 490
* Std-Cell Rows at 21
* Cell area after technology mapping at 322.8 um^2
* Top cell type's share of synthesized area at 0.2326
* Hold/Removal Path Class: in -> out
* Yosys stat area at 322.8 um^2
## synthesized netlist by cell type
cell / number
sky130_fd_sc_hd__a2111oi_0: 1
sky130_fd_sc_hd__a2111oi_1: 1
sky130_fd_sc_hd__a211o_1: 1
sky130_fd_sc_hd__a21o_1: 1
sky130_fd_sc_hd__a21oi_1: 9
sky130_fd_sc_hd__and2_1: 1
sky130_fd_sc_hd__buf_2: 1
sky130_fd_sc_hd__buf_4: 2
sky130_fd_sc_hd__buf_6: 1
sky130_fd_sc_hd__clkbuf_1: 1
sky130_fd_sc_hd__conb_1: 1
sky130_fd_sc_hd__ha_1: 6
sky130_fd_sc_hd__inv_1: 2
sky130_fd_sc_hd__inv_4: 1
sky130_fd_sc_hd__mux2i_1: 2
sky130_fd_sc_hd__nand2_1: 1
sky130_fd_sc_hd__nand2b_1: 3
sky130_fd_sc_hd__nand3_1: 1
sky130_fd_sc_hd__nor2_1: 3
sky130_fd_sc_hd__nor2b_1: 3
sky130_fd_sc_hd__nor3_1: 3
sky130_fd_sc_hd__o32a_1: 1
sky130_fd_sc_hd__or3_1: 1
## worst min-delay path by stage
stage / endpoint / depth (start not counted)
final: idata[4] / 3
after global routing: idata[4] / 3
after CTS: idata[4] / 3
## worst min-delay path: cells and delay by family
kind | cells | cell delay (ns)
buffers and inverters | 2 | 0.20
AND-OR/OR-AND | 1 | 0.04
## repair_timing
action | in CTS | in global routing
resized | 110 | 20
endpoints found under the setup margin | 15 | 15
gates cloned | 0 | 0
pin swaps | 19 | 13
hold buffers | 0 | 0
buffers inserted | 9 | 1
## final cells by class
class,count,area (um^2),share of cell area
timing repair buffer,46,390.4,0.4351
multi-input combinational,39,425.4,0.4742
tap,46,57.56,0.06416
inverter,3,23.77,0.02650
## routing by layer
metal  GRT usage  part of all wire  routed length, um  up-vias
li1            -                 -                  -      248
met1     0.05339              0.42                628      231
met2     0.08026              0.50                739       11
met3    0.007955             0.074                110        0
met4           0                 0                  0        0
met5           0                 0                  0        -
## cell usage in the layout, fill, tap and decap left out
| cell type | synthesis | layout |
|---|---|---|
| sky130_fd_sc_hd__nor2_1 | 3 | 3 |
| sky130_fd_sc_hd__mux2i_1 | 2 | 1 |
| sky130_fd_sc_hd__buf_8 | 0 | 2 |
| sky130_fd_sc_hd__o32a_1 | 1 | 1 |
| sky130_fd_sc_hd__buf_6 | 1 | 12 |
| sky130_fd_sc_hd__a2111oi_4 | 0 | 1 |
| sky130_fd_sc_hd__a21oi_4 | 0 | 1 |
| sky130_fd_sc_hd__nor2b_1 | 3 | 1 |
| sky130_fd_sc_hd__a21oi_2 | 0 | 8 |
| sky130_fd_sc_hd__nand3_4 | 0 | 1 |
| sky130_fd_sc_hd__ha_1 | 6 | 2 |
| sky130_fd_sc_hd__a211o_1 | 1 | 1 |
| sky130_fd_sc_hd__mux2i_2 | 0 | 1 |
| sky130_fd_sc_hd__inv_8 | 0 | 1 |
| sky130_fd_sc_hd__buf_12 | 0 | 2 |
| sky130_fd_sc_hd__nand2b_1 | 3 | 3 |
| sky130_fd_sc_hd__a2111oi_1 | 1 | 1 |
| sky130_fd_sc_hd__clkbuf_2 | 0 | 2 |
| sky130_fd_sc_hd__buf_4 | 2 | 13 |
| sky130_fd_sc_hd__nor3_1 | 3 | 3 |
| sky130_fd_sc_hd__conb_1 | 1 | 1 |
| sky130_fd_sc_hd__nand2_2 | 0 | 1 |
| sky130_fd_sc_hd__buf_2 | 1 | 14 |
| sky130_fd_sc_hd__nor2b_4 | 0 | 2 |
| sky130_fd_sc_hd__or3_4 | 0 | 1 |
| sky130_fd_sc_hd__inv_4 | 1 | 2 |
| sky130_fd_sc_hd__and2_4 | 0 | 1 |
| sky130_fd_sc_hd__clkbuf_4 | 0 | 1 |
| sky130_fd_sc_hd__a21o_1 | 1 | 1 |
| sky130_fd_sc_hd__ha_4 | 0 | 4 |
## through the flow
step	setup WS, ns	setup TNS, ns	cells	power, mW
final	-0.1729	-1.259	134	0.2518
after global routing	-0.2338	-1.961	134	0.2748
after CTS	-0.1855	-1.392	133	0.2225
after detailed placement	-1.087	-14.21	124	0.1720
after global placement	-1.100	-14.32	124	0.1724
after floorplan	0.07894	0	47	0.06349
## cells by family after synthesis
group,after synthesis,share of synthesized area
compound gates,14,0.2791
simple gates,16,0.2636
mux,2,0.06202
buf+inv,8,0.1511
other cells,1,0.01162
fa+ha+maj,6,0.2326
## power by group
group | switching, mW | leakage (nW) | total (mW) | internal (mW)
registers | 0 | 0 | 0 | 0
clock network | 0 | 0 | 0 | 0
logic | 0.105 | 0.401 | 0.252 | 0.147
total | 0.105 | 0.401 | 0.252 | 0.147
Power and IR drop assume default switching activity.
